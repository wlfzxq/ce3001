$ cat design.v
`timescale 1ns / 10ps
module EXE_DM_stage (
	input  clk,  
	input [16-1:0] maddr_in,
	input [4-1:0] waddr_in, 
	input [16-1:0] rdata2_in,
	input memwrite_in, memread_in, memtoreg_in,wen_in,
	output reg [16-1:0] maddr_out,
	output reg[4-1:0]waddr_out,
	output reg [16-1:0] rdata2_out,
	output reg memwrite_out, memread_out, memtoreg_out,wen_out
);
always @ (posedge clk) begin
		 begin
		maddr_out <= maddr_in;
		waddr_out <= waddr_in;
		rdata2_out <= rdata2_in;
		memwrite_out <= memwrite_in;
		memread_out <= memread_in;
		memtoreg_out <= memtoreg_in;
		wen_out <= wen_in;
	end
end
endmodule
$ cat run.sh
#!/bin/bash
# OpenROAD 26Q1-2900-gdf79404cd8, Yosys 0.63+post, stock flow scripts
make -C /OpenROAD-flow-scripts/flow DESIGN_CONFIG=/design/flow/config.mk WORK_HOME=/design/flow/orfs finish
$ cat config.mk
export PLATFORM = sky130hd
export DESIGN_NAME = EXE_DM_stage
export DESIGN_NICKNAME = EXE_DM_stage
export VERILOG_FILES = /design/flow/design.v
export SDC_FILE = /design/flow/constraint.sdc
export NUM_CORES = 4
export LEC_CHECK = 1
export CORE_AREA = 10 10 88 88
export DIE_AREA = 0 0 98 98
$ cat constraint.sdc
current_design EXE_DM_stage

set clk_period 1.0
set clk_io_pct 0.2

create_clock -name clk0 -period $clk_period [get_ports {clk}]

set non_clock_inputs [all_inputs -no_clocks]
set_input_delay [expr $clk_period * $clk_io_pct] -clock clk0 $non_clock_inputs
set_output_delay [expr $clk_period * $clk_io_pct] -clock clk0 [all_outputs]
==> flow_summary.html <==
<p>Metrics extracted from the flow reports.</p>
<table>
<tr><th>Metric</th><th>Value</th></tr>
<tr><th colspan="2">Synth</th></tr>
<tr><td>Registers, synthesis</td><td>around 40</td></tr>
<tr><td>Leading post-synthesis cells by cell area</td><td>sky130_fd_sc_hd__dfxtp_1 (100%)</td></tr>
<tr><td>Share of the yosys chip area belonging to registers</td><td>100.0%</td></tr>
<tr><td>Number of warning messages in the yosys log</td><td>1</td></tr>
<tr><td>Cells in synth_stat.txt</td><td>around 40</td></tr>
<tr><td>Total cell area reported by yosys after synthesis</td><td>about 800 sq um</td></tr>
<tr><td>Most frequently used cell type in the post-synthesis netlist</td><td>sky130_fd_sc_hd__dfxtp_1</td></tr>
<tr><td>Top cell types by occurrence after synthesis</td><td>sky130_fd_sc_hd__dfxtp_1 (40)</td></tr>
<tr><td>Unique masters post-synth</td><td>1</td></tr>
<tr><td>Synthesized area per cell</td><td>20.02 sq um</td></tr>
<tr><td>Top cell type by total area after synthesis</td><td>sky130_fd_sc_hd__dfxtp_1</td></tr>
<tr><td>Async set-reset flop share out of synthesis</td><td>0%</td></tr>
<tr><td>Count of mapped cells out of synthesis</td><td>40</td></tr>
<tr><td>Post-synth EDFFs</td><td>0</td></tr>
<tr><td>Post-Synthesis Cell Area</td><td>around 800 sq um</td></tr>
<tr><td>Share of Yosys cell area claimed by the top area cell type</td><td>roughly 100%</td></tr>
<tr><td>Primary flip-flop cell chosen by synthesis mapping</td><td>sky130_fd_sc_hd__dfxtp_1</td></tr>
<tr><th colspan="2">Setup path</th></tr>
<tr><td>Count of buffer and inverter cells on the critical path</td><td>1</td></tr>
<tr><td>Cell with the largest stage delay on the worst path</td><td>sky130_fd_sc_hd__dfxtp_1</td></tr>
<tr><td>Critical path origin</td><td>maddr_out[6]</td></tr>
<tr><td>Cells traversed along the worst timing path</td><td>clkdlybuf4s15_1</td></tr>
<tr><td>Highest fanout seen on the critical path</td><td>1</td></tr>
<tr><td>Data required time at the worst endpoint</td><td>about 800 ps</td></tr>
<tr><td>Critical path data arrival time</td><td>between 700 and 800 ps</td></tr>
<tr><td>Kind of end point of the critical path</td><td>output port</td></tr>
<tr><td>Worst setup SP type</td><td>flop</td></tr>
<tr><td>WS Path Type</td><td>flop to output port</td></tr>
<tr><td>Top Family by Delay on Critical Path</td><td>flip-flops</td></tr>
<tr><td>Peak per-stage delay on the critical path</td><td>310 ps</td></tr>
<tr><td>CP Capture Point</td><td>maddr_out[6]</td></tr>
<tr><td>Stages on worst setup path</td><td>1</td></tr>
<tr><th colspan="2">Final timing</th></tr>
<tr><td>Min Clock Period, post-route</td><td>975.7 ps</td></tr>
<tr><td>Maximum operating frequency</td><td>about 1.0 GHz</td></tr>
<tr><td>Final hold violations</td><td>0</td></tr>
<tr><td>Max transition margin</td><td>94.72%</td></tr>
<tr><td>Pins Over Slew Limit</td><td>0</td></tr>
<tr><td>Worst slack on hold paths</td><td>336.7 ps</td></tr>
<tr><td>Unrepaired setup endpoints after global routing</td><td>false</td></tr>
<tr><td>Total setup violations reported at the end of the flow</td><td>0</td></tr>
<tr><td>Transition time at the pin with the least slew margin</td><td>79.17 ps</td></tr>
<tr><td>Cycle use final</td><td>a little under 100%</td></tr>
<tr><th colspan="2">Power and ir drop</th></tr>
<tr><td>Max VDD drop</td><td>roughly 560 uV</td></tr>
<tr><td>Leak pwr</td><td>approximately 0.0007 uW</td></tr>
<tr><td>Power density over the cells</td><td>around 2000 nW/um^2</td></tr>
<tr><th colspan="2">Routing</th></tr>
<tr><td>Length of the first detailed-routing pass in iterations</td><td>4</td></tr>
<tr><td>ANT cells</td><td>0</td></tr>
<tr><td>DRC errors left</td><td>0</td></tr>
<tr><td>Post-detailed-route wirelength per cell</td><td>around 14 um</td></tr>
<tr><td>Via count</td><td>584</td></tr>
<tr><td>Via/cell ratio</td><td>about 2.9</td></tr>
<tr><td>Number of nets with antenna violations after detailed routing</td><td>0</td></tr>
<tr><td>Iteration-0 DRC count of the detailed router</td><td>7</td></tr>
<tr><td>Total wirelength of the detailed-routed design</td><td>2.741 mm</td></tr>
<tr><th colspan="2">Clock tree</th></tr>
<tr><td>Number of resized instances in the post-cts repair step</td><td>roughly 96</td></tr>
<tr><td>Clock tree from TritonCTS</td><td>done</td></tr>
<tr><td>H-Tree Level Count</td><td>2</td></tr>
<tr><td>Post-CTS setup buffers</td><td>0</td></tr>
<tr><td>Cell at the root of the clock tree</td><td>sky130_fd_sc_hd__clkbuf_8</td></tr>
<tr><td>Total clock sinks</td><td>40</td></tr>
<tr><td>Clock transition at the registers of the reported paths</td><td>80 ps</td></tr>
<tr><td>Clock buffer count from CTS</td><td>5</td></tr>
<tr><td>Number of buffers inserted for hold repair after clock tree synthesis</td><td>0</td></tr>
<tr><td>Clock tree buffer depth</td><td>2</td></tr>
<tr><th colspan="2">Run</th></tr>
<tr><td>Tool warnings</td><td>25</td></tr>
<tr><td>Max-cap violation count</td><td>0</td></tr>
<tr><th colspan="2">Final layout</th></tr>
<tr><td>FF/Latch Area</td><td>a little over 800 sq um</td></tr>
<tr><td>Cell Count, Final, Fillers Out</td><td>around 200</td></tr>
<tr><td>Syn-to-layout area delta</td><td>106.7%</td></tr>
<tr><td>Number of fill cells</td><td>~600</td></tr>
<tr><td>Share of layout cells above drive strength 1</td><td>between 40% and 50%</td></tr>
<tr><td>Multi-input gate area</td><td>0 sq um</td></tr>
<tr><td>Count of multi-input combinational gates</td><td>0</td></tr>
<tr><th colspan="2">GRT</th></tr>
<tr><td>Vias in the first global route</td><td>586</td></tr>
<tr><td>Residual overflow from global routing</td><td>0</td></tr>
<tr><td>Wire length of the first global-routing pass</td><td>3.988 mm</td></tr>
<tr><td>Initial antenna violation count</td><td>0</td></tr>
<tr><td>Pin count of the biggest net entering global routing</td><td>14</td></tr>
<tr><td>Aggregate global-route resource usage</td><td>5.433%</td></tr>
<tr><th colspan="2">Die</th></tr>
<tr><td>Die W</td><td>between 90 and 100 um</td></tr>
<tr><td>Placeable core region</td><td>just under 6000 sq um</td></tr>
<tr><td>I/O pin count</td><td>between 80 and 90</td></tr>
<tr><td>Floorplan Utilization</td><td>approximately 14%</td></tr>
<tr><td>Y dimension of the die</td><td>98 um</td></tr>
<tr><td># rows</td><td>28</td></tr>
<tr><td>Die footprint</td><td>9604 sq um</td></tr>
<tr><th colspan="2">Place</th></tr>
<tr><td>Inst Count DP</td><td>195</td></tr>
<tr><td>Port Buf Inserts</td><td>approximately 80</td></tr>
<tr><td>Routability cong.</td><td>between 0.7 and 0.8</td></tr>
<tr><th colspan="2">Status</th></tr>
<tr><td>Outcome</td><td>complete, no violations</td></tr>
<tr><th colspan="2">Min path</th></tr>
<tr><td>Classification of the worst-slack hold path</td><td>input port to flop</td></tr>
</table>
==> layout make-up <==
type / count / area share (%)
sequential: 40 / 49.51
timing repair buffer: 80 / 37.49
tap: 75 / 5.669
clock buffer: 6 / 4.989
clock inverter: 2 / 2.343
==> power by group <==
group	switching (uW)	total, uW	internal (uW)
registers	18.4	1700	1680
logic	34.5	224	190
clock network	554	1370	816
total	607	3300	2690
==> how the worst min path moves through the flow <==
| stage | to | start | slack (ps) | cells after the start |
|---|---|---|---|---|
| finish | rdata2_out[6] | rdata2_in[6] | 340 | 1 |
| CTS | rdata2_out[9] | rdata2_in[9] | 330 | 1 |
| global route | rdata2_out[6] | rdata2_in[6] | 330 | 1 |
==> state kept, by name (all words and copies together), names as in the netlist <==
signal        flops
maddr_out        16
memread_out       1
memtoreg_out      1
memwrite_out      1
rdata2_out       16
waddr_out         4
wen_out           1
==> metal layers <==
layer	global-route usage [%]	vias to the layer above	share of wire, %
met4	1.342	0	3.0
li1	-	293	-
met5	0	-	0
met3	1.351	7	3.9
met1	5.416	266	32
met2	10.76	18	61
==> cells in the final DEF, fill, tap and decap left out <==
master,instances
sky130_fd_sc_hd__buf_2,10
sky130_fd_sc_hd__bufinv_16,1
sky130_fd_sc_hd__clkbuf_2,26
sky130_fd_sc_hd__clkbuf_8,6
sky130_fd_sc_hd__clkdlybuf4s15_1,4
sky130_fd_sc_hd__clkdlybuf4s50_1,40
sky130_fd_sc_hd__clkinv_4,1
sky130_fd_sc_hd__dfxtp_1,25
sky130_fd_sc_hd__dfxtp_2,15
==> through the flow <==
stage / power [uW] / setup WS [ps] / util [%] / area (sq um) / TNS (ps)
6_report: 3295 / 24.33 / 27.96 / 1655 / 0
5_1_grt: 3449 / 1.315 / 27.96 / 1655 / 0
4_1_cts: 3392 / 0.05046 / 29.88 / 1769 / 0
3_5_place_dp: 2045 / -8.217 / 28.63 / 1695 / -8.217
3_3_place_gp: 2043 / -1.683 / 28.63 / 1695 / -1.683
2_1_floorplan: 1712 / 538.5 / - / 800.8 / 0
==> cells by family (layout without fill, tap and decap cells) <==
family	Yosys count	count (layout)	share of synthesized area, %
flops	40	40	100.0
buf+inv	0	88	0
Power and IR drop assume default switching activity.
