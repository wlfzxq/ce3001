===== ./run.sh =====
#!/bin/bash
# OpenROAD 26Q1-2900-gdf79404cd8, Yosys 0.63+post, stock flow scripts
make -C /OpenROAD-flow-scripts/flow DESIGN_CONFIG=/design/flow/config.mk WORK_HOME=/design/flow/orfs finish

===== ./config.mk =====
export PLATFORM = sky130hd
export DESIGN_NAME = ID_EXE_stage
export DESIGN_NICKNAME = ID_EXE_stage
export VERILOG_FILES = /design/flow/design.v
export SDC_FILE = /design/flow/constraint.sdc
export NUM_CORES = 4
export LEC_CHECK = 1
export CORE_AREA = 10 10 106 106
export DIE_AREA = 0 0 116 116

===== ./constraint.sdc =====
current_design ID_EXE_stage

set clk_period 1.0
set clk_io_pct 0.2

create_clock -name clk0 -period $clk_period [get_ports {clk}]

set non_clock_inputs [all_inputs -no_clocks]
set_input_delay [expr $clk_period * $clk_io_pct] -clock clk0 $non_clock_inputs
set_output_delay [expr $clk_period * $clk_io_pct] -clock clk0 [all_outputs]

===== ./design.v =====
`timescale 1ns / 10ps
module ID_EXE_stage (
	input  clk,  
	input [16-1:0] rdata1_in,
	input [16-1:0] rdata2_in,
	input [16-1:0] mux_in,
	input [16-1:0] imm_in,
	input [2:0] opcode_in,
	input [4-1:0]waddr_in,
	input [16-1:0]pc_in,
	input branch_in, memwrite_in, memread_in,memtoreg_in,wen_in,
	output reg [16-1:0] rdata1_out,
	output reg [16-1:0] rdata2_out,
	output reg [16-1:0] mux_out,
	output reg [16-1:0] imm_out,
	output reg [2:0] opcode_out,
	output reg[4-1:0]waddr_out,
	output reg [16-1:0]pc_out,
	output reg branch_out, memwrite_out, memread_out, memtoreg_out,wen_out
);
always @ (posedge clk) begin
		 begin
		waddr_out <= waddr_in;
		rdata1_out <= rdata1_in;
		rdata2_out <= rdata2_in;
		imm_out<=imm_in;
		opcode_out<=opcode_in;
		pc_out <=pc_in;
		branch_out <= branch_in;
		memwrite_out <= memwrite_in;
		memread_out <= memread_in;
		memtoreg_out <= memtoreg_in;
		wen_out <= wen_in;
	end
end
endmodule

==> results.cfg <==
; physical design summary
[outcome]
status = completed

[floorplanning]
fp_util_pct = 18.6
chipArea_sq_um = 13500
fp.dieW_um = 116
ios = 185
die.size.y_um = 116
core-area_sq_um = 8850
num_rows = 34

[worst_hold_path]
hp-class = in2reg

[clock_network]
cts_setup_buffers = 0
clk_pin_slew_ns = 0.07
cts_resized = 241
htree_levels = 3
cts_tree = built
cts_buffer_depth = 2
clock_sinks = 76
root_buffer = clkbuf_8
ctsHoldBuffers = 0
cts_buffers = 9

[timing]
drv_slew = 0
setup_slack_ns = 0.0361
finalCriticalPeriod_ns = 0.964
hold_violations = 0
rsz0062_at_grt = true
fin_crit_sh_pct = 96.4
fmax_ghz = 1.04
setup_viol_count_final = 0
totalNegativeSetupSlack_ns = 0

[power]
vdd_ir_drop_max_mv = 0.756
p_int_mw = 5.46
p_sw_mw = 1.18
seq_power_share_pct = 48.5
p_clk_share_pct = 45.0
powerDensity_nw_per_um2 = 2120
p_total_mw = 6.63
p_leak_nw = 1.42
switching_share_pct = 17.7
power_frac_comb_pct = 6.4

[route]
route.antenna.remaining_nets = 0
wire_per_inst_um = 14.5
num_vias = 1199
num_antenna_cells = 0
drt_first_pass_iters = 2
drt_iter0_drc = 34
vias_per_cell = 3.26
drt-total-wl_um = 5320
drc = 0

[worst_setup_path]
critPathMaxStageDelay_ns = 0.31
critPathMaxFanout = 1
cp.required_ns = 0.80
crit_family = flip-flops
path_class = reg2out
cp-start-kind = register
arrival_ns = 0.76
slowest_stage = dfxtp_2
end_kind = output pin
crit_path_cell_trace = buf_2
worst-path-buf-inv = 1

[finish]
final_util_pct = 35.4
area_growth_pct = 90.3
drive_gt1_share_pct = 37.7
nFillCells = 881
fin_cells = 368
seq_area_sq_um = 1530
logic_area_sq_um = 60.1

[global_route]
use_met1_pct = 7.34
grt_pass1_vias = 1279
grt_remaining_overflow = 0
grt_pass1_wl_um = 7480
grt_max_degree = 14
met2_usage_pct = 12.1
antenna_found_initial = 0
use_met3_pct = 5.23
track_usage_pct = 7.30
top_usage_layer = met2

[synthesis]
ys_ff = 76
yosysSeqAreaShare_pct = 92.5
yosys-stat-area_sq_um = 1650
synth_cell_types = 3
avgSynthCellArea_sq_um = 17.7
synth_area_sq_um = 1650
netlist_instances = 93
yosys_warnings = 17
ys_cells = 93

[placed_design]
dp_hpwl_um = 4500
post-place-cells = 352
port_buffers = 152
gp_congestion = 0.669
place_ws_ns = 0.00115

[run]
cap_violations = 0
warning_count = 43
[synth_stat cells]
| cell | number | area share [%] |
|---|---|---|
| buf_4 | 16 | 7.3 |
| conb_1 | 1 | 0.23 |
| dfxtp_1 | 76 | 92 |
[cell families after synthesis]
group	share of synthesized area, %
buffers and inverters	7.30
other	0.228
flip-flops	92.5
[cells in the final DEF, fill, tap and decap left out, drive strengths merged]
master / instances
clkinv: 1
conb: 16
buf: 76
clkdlybuf4s50: 76
clkbuf: 10
bufinv: 4
dfxtp: 76
clkinvlp: 1
[path summary, 6_finish.rpt]
kind          start            end  slack [ns]  cells after the start
max   rdata1_out[9]  rdata1_out[9]        0.04                      1
min     waddr_in[2]   waddr_out[2]        0.29                      1
[sequential cells by signal, indices dropped and copies added, names as in the netlist]
| name | count |
|---|---|
| wen_out | 1 |
| pc_out | 16 |
| rdata2_out | 16 |
| opcode_out | 3 |
| memread_out | 1 |
| rdata1_out | 16 |
| memtoreg_out | 1 |
| imm_out | 16 |
| waddr_out | 4 |
| memwrite_out | 1 |
| branch_out | 1 |
[cell type report]
class / instances / area share (%)
clock buffer: 10 / 4.08
clock inverter: 6 / 4.36
multi-input combinational: 16 / 1.92
sequential: 76 / 48.9
tap: 108 / 4.32
timing repair buffer: 152 / 36.5
[layer usage]
layer | vias up | part of all wire (%)
li1 | 574 | -
met1 | 525 | 33
met4 | 0 | 2.2
met2 | 91 | 49
met5 | - | 0
met3 | 9 | 16
[per-stage QoR]
step | hold slack, ns | cell area [sq um]
after floorplan | 0.228 | 1700
after global placement | 0.648 | 3240
after detailed placement | 0.652 | 3240
after CTS | 0.258 | 3130
after global routing | 0.254 | 3130
final | 0.287 | 3130
[power groups by stage]
stage | logic (mW) | clock network (mW) | registers [mW]
CTS | 0.442 | 3.13 | 3.22
global route | 0.471 | 3.25 | 3.24
finish | 0.425 | 2.99 | 3.22
